### run.sh
#!/bin/bash
# OpenROAD 26Q1-2900-gdf79404cd8, Yosys 0.63+post, stock flow scripts
make -C /OpenROAD-flow-scripts/flow DESIGN_CONFIG=/design/flow/config.mk WORK_HOME=/design/flow/orfs finish
### config.mk
export PLATFORM = sky130hd
export DESIGN_NAME = scoreboard_right
export DESIGN_NICKNAME = scoreboard_right
export VERILOG_FILES = /design/flow/design.v
export SDC_FILE = /design/flow/constraint.sdc
export NUM_CORES = 4
export LEC_CHECK = 1
export CORE_AREA = 10 10 85 85
export DIE_AREA = 0 0 95 95
### constraint.sdc
current_design scoreboard_right

set clk_period 3.8
set clk_io_pct 0.2

create_clock -name clk0 -period $clk_period [get_ports {clk}]

set non_clock_inputs [all_inputs -no_clocks]
set_input_delay [expr $clk_period * $clk_io_pct] -clock clk0 $non_clock_inputs
set_output_delay [expr $clk_period * $clk_io_pct] -clock clk0 [all_outputs]
### design.v
`timescale 1ns / 1ps
module scoreboard_right(input clk, reset, dr, ir,
                output logic [3:0] rightscoreLeft, rightscoreRight
    );
    logic prev_dr = 0;
    logic cur_dr = 0;
    logic prev_ir = 0;
    logic cur_ir = 0;
    always_ff@(posedge clk)
        begin
            prev_dr = cur_dr;
            cur_dr = dr;
            prev_ir = cur_ir;
            cur_ir = ir;
            if(reset)
            begin
                prev_dr = 0;
                cur_dr = 0;
                prev_ir = 0;
                cur_ir = 0;
                rightscoreLeft = 4'b0000;
                rightscoreRight = 4'b0000;
            end  
            else
            begin      
                if(cur_dr && !prev_dr)
                begin
                      if(rightscoreRight == 0 && rightscoreLeft == 0)
                      begin
                          rightscoreRight = 9;
                          rightscoreLeft = 9;
                      end
                      else if(rightscoreRight == 0)
                      begin
                          rightscoreLeft = rightscoreLeft-1; 
                          rightscoreRight = 9;
                      end
                      else
                          rightscoreRight = rightscoreRight -1;
                end   
                if(cur_ir && !prev_ir)
                begin
                    if(rightscoreRight == 9)
                    begin
                        rightscoreRight = 0;
                        rightscoreLeft = rightscoreLeft+1;
                    end
                    else
                        rightscoreRight = rightscoreRight+1;
                    if(rightscoreRight == 9 && rightscoreLeft == 9)
                    begin
                        rightscoreRight = 0;
                        rightscoreLeft = 0;
                    end
                end  
            end            
        end
endmodule
==> impl_metrics.py <==
# Physical implementation metrics
metrics = {
    "hold_path": {
        "holdPathStages": 4,
        "hold_end": "rightscoreLeft[3]",
        "min-delay-path-class": "register to register",
        "hp-start": "cur_ir",
    },
    "yosys": {
        "synth.cell_area_um2": 872,
        "synthArstFlopShare_pct": 0,
        "yosys.cell_types.count": 44,
        "ff_type": "sky130_fd_sc_hd__dfxtp_1",
        "ys_seq_elements": 10,
        "ys_cells": 108,
        "yosys-stat-area_um2": 872,
        "yosysSeqAreaShare_pct": 23.0,
        "netlist_top_cells_area": "sky130_fd_sc_hd__dfxtp_1 (23%), sky130_fd_sc_hd__a21oi_1 (4.6%), sky130_fd_sc_hd__ha_1 (4.3%), sky130_fd_sc_hd__nand2_1 (4.3%), sky130_fd_sc_hd__nand3_1 (4.0%)",
        "synthesis.yosys.warnings": 1,
        "netlist.area_leader.share_pct": 23.0,
        "synth_area_per_cell_um2": 8.07,
        "enable_flop_cells": 0,
        "syn_inst": 108,
        "synth.largest_area_cell": "sky130_fd_sc_hd__dfxtp_1",
    },
    "clock_tree": {
        "cts.reportedPaths.clkPinSlew_ns": 0.05,
        "clock_insertion_delay_worst_skew_ns": 0.24,
        "deepest_clock_path_buffer_count": 2,
        "cts.sinks": 10,
        "post_cts_setup_repair_bufs": 0,
        "cts_hold_repair.buffers": 0,
        "cts.htree.levels": 1,
        "cts_resized": 0,
        "cts-buffers-inserted": 3,
        "cts-root-buf": "sky130_fd_sc_hd__clkbuf_8",
        "cts_tree": "yes",
    },
    "critical_path": {
        "cp_data_required_time_ns": 3.96,
        "r2r_setup_slk_ns": 1.57,
        "critical-path-top-delay-family": "simple AND/OR/NAND/NOR gates",
        "critical_path.startpoint_type": "input pin",
        "critical_path_cell_by_cell": "clkdlybuf4s50_1, nand2b_1, nor3_2, nor3_2, nand2_1, mux2_1, a21oi_1",
        "cpMaxStageDelayCell": "sky130_fd_sc_hd__clkdlybuf4s50_1",
        "crit_type": "input pin to register",
        "setup.worst_path.end_class": "register",
        "path_max_fanout": 8,
        "path_buffers": 1,
        "critical-path-max-stage-delay_ns": 0.44,
        "reg2reg_depth": 8,
        "critical_path_depth": 7,
        "rr_startpoint": "rightscoreRight[0]",
        "timing.critical_path.arrival_ns": 2.62,
        "regToRegEndpoint": "rightscoreRight[0]",
        "crit_path_frequent_cell": "sky130_fd_sc_hd__nor3_2",
    },
    "floorplan": {
        "chipHeight_um": 95,
        "design.die.area_um2": 9030,
        "floorplan.io_pins": 12,
        "floorplan.die.width_um": 95,
        "placeableCoreArea_um2": 5470,
        "fp-row-count": 27,
        "fp-utilization_pct": 15.9,
    },
    "global_route": {
        "antenna_found_initial": 0,
        "grt_first_pass_wirelength_um": 3350,
        "globalRouteOverflowTotal": 0,
        "vias_in_the_first_global_route": 761,
        "groute.usage.overall_pct": 4.50,
        "pin_count_of_the_biggest_net_entering_global_routing": 12,
    },
    "timing": {
        "final_hold_viol_count": 0,
        "timing.max_slew.rel_slack_pct": 70.7,
        "slew_viol_final": 0,
        "fin_crit_sh_pct": 64.7,
        "grt_setup_unrepaired": "false",
        "fmax_mhz": 407,
        "whs_ns": 0.642,
        "setup_total_neg_slack_ns": 0,
        "finalSetupViolations": 0,
        "period_needed_ns": 2.46,
        "worstMarginPinSlew_ns": 0.439,
        "fin_worst_skew_ns": 0.00702,
    },
    "cells_and_area": {
        "sequential_cell_area_um2": 200,
        "finish.utilization_pct": 19.9,
        "lay_top_cells": "sky130_fd_sc_hd__clkdlybuf4s50_1 (11), sky130_fd_sc_hd__nand2_1 (10), sky130_fd_sc_hd__dfxtp_1 (10)",
        "layout_top_cell": "sky130_fd_sc_hd__clkdlybuf4s50_1",
        "fillerInstances": 613,
        "area_growth_syn_to_layout_pct": 25.0,
        "drive_above_1_share_pct": 15.1,
        "final-comb-area_um2": 608,
    },
    "drt": {
        "drc": 0,
        "detailroute.via_count": 792,
        "viasPerCell": 4.15,
        "antenna_violating_nets_post_route": 0,
        "detail_route.iter0.violations": 27,
        "route.detailed.wl_per_inst_um": 10.5,
        "detail_route.first_pass.iterations": 4,
        "totalWireLength_um": 2010,
        "count_of_antenna_diodes_in_the_layout": 0,
    },
    "placed_design": {
        "gp_congestion": 0.833,
        "hpwl_um": 1630,
        "placement.io_buffers": 11,
    },
    "power": {
        "pwr_density_cell_nw_per_um2": 462,
        "power.leakage_nw": 0.382,
        "vdd.ir_drop.worst_v": 0.000107,
    },
    "run_status": {
        "run_status": "complete, no violations",
    },
    "run": {
        "tool_warnings": 25,
        "maxCapViolations": 0,
    },
}
power breakdown:
part	switching, W	internal (W)	leakage [nW]
combinational	0.000113	0.000110	0.271
sequential	0.0000257	0.000120	0.0824
clock	0.0000427	0.0000912	0.0288
total	0.000182	0.000321	0.382
state kept, by name, summed over array words and instances (netlist names):
signal / flops
rightscoreLeft: 4
cur_ir: 1
rightscoreRight: 4
cur_dr: 1
synth_stat cells (2+ instances only):
cell type / count
sky130_fd_sc_hd__nor3_2: 2
sky130_fd_sc_hd__nor4_1: 2
sky130_fd_sc_hd__nand2b_1: 3
sky130_fd_sc_hd__dfxtp_1: 10
sky130_fd_sc_hd__nor2_1: 8
sky130_fd_sc_hd__a41oi_1: 2
sky130_fd_sc_hd__nor2b_1: 4
sky130_fd_sc_hd__xnor2_1: 3
sky130_fd_sc_hd__nor3_1: 3
sky130_fd_sc_hd__buf_6: 3
sky130_fd_sc_hd__a21oi_1: 8
sky130_fd_sc_hd__ha_1: 3
sky130_fd_sc_hd__or2b_1: 2
sky130_fd_sc_hd__o21ai_1: 3
sky130_fd_sc_hd__nand3_1: 7
sky130_fd_sc_hd__nand2_1: 10
sky130_fd_sc_hd__o21ai_0: 2
sky130_fd_sc_hd__inv_1: 7
cell type report:
class                      instances  share of cell area, %
multi-input combinational         87                   55.8
timing repair buffer              11                   10.1
tap                               72                   8.27
clock buffer                       4                   5.05
sequential                        10                   18.4
inverter                           7                   2.41
per-stage QoR:
step | std cells | cell area (um2) | total power (W) | setup slack (ns)
floorplan | 108 | 872 | 0.000316 | 1.75
global placement | 187 | 1030 | 0.000372 | 1.14
detailed placement | 187 | 1030 | 0.000372 | 1.12
CTS | 191 | 1090 | 0.000512 | 1.36
global route | 191 | 1090 | 0.000543 | 1.22
finish | 191 | 1090 | 0.000503 | 1.34
cell families (layout without fill, tap and decap cells):
kind of cell | after synthesis | after routing | synth area share [%]
AOI/OAI and AO/OA | 26 | 26 | 22.0
xor gates and xnor gates | 3 | 3 | 3.01
adders and majority gates | 3 | 3 | 4.30
buffers and inverters | 11 | 22 | 7.32
DFF | 10 | 10 | 23.0
muxes | 3 | 3 | 3.73
and+or+nand+nor | 52 | 52 | 36.7
worst max-delay path by stage:
stage / slack (ns) / end / from
after CTS: 1.36 / rightscoreLeft[0] / dr
after global routing: 1.22 / rightscoreLeft[0] / dr
final: 1.34 / rightscoreLeft[0] / dr
per-layer routing:
metal  GRT usage, %  part of all wire, %  vias up
li1               -                    -      415
met1           4.99                   43      372
met2           8.35                   53        3
met3           1.28                  3.0        2
met4          0.873                 0.70        0
met5              0                    0        -
worst reg2reg max path: stages, from the launching register on:
cell                      delay (ns)
sky130_fd_sc_hd__dfxtp_1        0.35
sky130_fd_sc_hd__inv_1          0.13
sky130_fd_sc_hd__ha_1           0.25
sky130_fd_sc_hd__or3b_4         0.43
sky130_fd_sc_hd__nor2_4         0.16
sky130_fd_sc_hd__a41oi_1        0.18
sky130_fd_sc_hd__and4b_4        0.25
sky130_fd_sc_hd__or3_1          0.32
sky130_fd_sc_hd__a21oi_2        0.11
Power is estimated from default activity; no workload was simulated.
