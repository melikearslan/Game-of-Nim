`flow/design.v`:
```
`timescale 1ns / 1ps
module scoreboard_left(input clk, resetScore, dl, il,
                output logic [3:0] leftscoreLeft, leftscoreRight
    );
    logic prev_dl = 0;
    logic cur_dl = 0;
    logic prev_il = 0;
    logic cur_il = 0;
    always_ff@(posedge clk)
    begin
        prev_dl = cur_dl;
        cur_dl = dl;
        prev_il = cur_il;
        cur_il = il;     
        if(resetScore)
        begin
            leftscoreLeft = 4'b0000;
            leftscoreRight = 4'b0000;
        end
        else
        begin
            if(cur_il && !prev_il)
            begin
                if(leftscoreRight == 4'b0101)
                begin
                    leftscoreRight =4'b0000;
                    leftscoreLeft = leftscoreLeft + 4'b0001;
                end
                else
                    leftscoreRight = leftscoreRight + 4'b0001;
                if(leftscoreRight == 4'b0101 && leftscoreLeft == 4'b0101)
                begin
                    leftscoreRight = 4'b0000;
                    leftscoreLeft = 4'b0000;
                end                         
            end        
            else if(cur_dl && !prev_dl)
            begin
                if(leftscoreRight == 4'b0000 && leftscoreLeft == 4'b0000)
                begin
                        leftscoreRight = 4'b1001;
                        leftscoreLeft = 4'b1001;
                end
                else if(leftscoreRight == 4'b0000)
                begin
                    leftscoreLeft = leftscoreLeft - 4'b0001; 
                    leftscoreRight = 4'b0101;
                end
                else
                    leftscoreRight = leftscoreRight - 4'b0001;
            end                    
        end
     end
endmodule
```
`flow/config.mk`:
```
export PLATFORM = sky130hd
export DESIGN_NAME = scoreboard_left
export DESIGN_NICKNAME = scoreboard_left
export VERILOG_FILES = /design/flow/design.v
export SDC_FILE = /design/flow/constraint.sdc
export NUM_CORES = 4
export LEC_CHECK = 1
export CORE_AREA = 10 10 88 88
export DIE_AREA = 0 0 98 98
```
`flow/constraint.sdc`:
```
current_design scoreboard_left

set clk_period 2.3
set clk_io_pct 0.2

create_clock -name clk0 -period $clk_period [get_ports {clk}]

set non_clock_inputs [all_inputs -no_clocks]
set_input_delay [expr $clk_period * $clk_io_pct] -clock clk0 $non_clock_inputs
set_output_delay [expr $clk_period * $clk_io_pct] -clock clk0 [all_outputs]
```
`flow/run.sh`:
```
#!/bin/bash
# OpenROAD 26Q1-2900-gdf79404cd8, Yosys 0.63+post, stock flow scripts
make -C /OpenROAD-flow-scripts/flow DESIGN_CONFIG=/design/flow/config.mk WORK_HOME=/design/flow/orfs finish
```
==> impl_metrics.py <==
# Flow results
metrics = {
    "status": {
        "outcome": "complete, no violations",
    },
    "drt": {
        "drc_errors": 0,
        "post_drt_wl_per_cell_um": 11.2,
        "drt_iter0_drc": 95,
        "num_vias": 700,
        "routed_wl_mm": 1.95,
        "drtAntennaViolNets": 0,
        "first_pass_iters": 4,
        "antenna_cells": 0,
        "avgViaCountPerCell": 4.02,
    },
    "critical_path": {
        "worst-path-max-fanout": 7,
        "cp_slowest_cell": "clkdlybuf4s50_1",
        "crit_path_max_incr_delay_ps": 480,
        "cp.arrival_ps": 2130,
        "cp.required_ps": 2460,
        "start_kind": "input port",
        "criticalPathCategory": "in -> reg",
        "path_cells": "clkdlybuf4s50_1, nor2b_1, nand4_1, o221a_1, a211oi_1",
        "cp_top_family": "simple AND/OR/NAND/NOR gates",
        "endpoint_kind": "flop",
        "path_buffers": 1,
    },
    "die": {
        "chipWidth_um": 98,
        "dieArea_um2": 9600,
        "die_height_um": 98,
        "fp.coreArea_um2": 5920,
        "ioPinCount": 12,
        "fp_util": 0.117,
        "fp-row-count": 28,
    },
    "yosys": {
        "synth_cells": 89,
        "syn_area_um2": 693,
        "ys_cells": 89,
        "most_common_cell": "dfxtp_1",
        "synthTopCellsByCount": "dfxtp_1 (10), nand3_1 (7)",
        "top_cells_by_area": "dfxtp_1 (29%), nand3_1 (5.1%), a211oi_1 (4.3%)",
        "edf_count": 0,
        "synth_seq_share": 0.289,
        "yosysTopAreaCell": "dfxtp_1",
        "ys_warn_count": 1,
        "syn_area_per_cell_um2": 7.79,
        "ys_chip_area_um2": 693,
        "yosysUniqueCellTypes": 35,
        "yosysTopAreaCellShare": 0.289,
        "synthArstFlopShare": 0,
        "ys_dominant_reg_cell": "dfxtp_1",
        "synth-seq-cells": 10,
    },
    "clocking": {
        "cts_htree_levels": 1,
        "cts_max_path_buffers": 2,
        "cts_tree": "built",
        "clk_pin_slew_ps": 50,
        "postCtsSetupRepairBufs": 0,
        "cts_root_buffer": "clkbuf_8",
        "clock-sinks": 10,
        "post_cts_resized": 0,
        "ctsHoldBuffers": 0,
        "cts_buffers": 3,
        "clock_latency_ps": 240,
    },
    "global_routing": {
        "grt.total_usage": 0.0406,
        "grt.overflow.total": 0,
        "antenna_found_initial": 0,
        "grt_max_degree": 17,
        "grt_pass1_vias": 626,
        "grt_pass1_wl_mm": 3.31,
    },
    "final_timing": {
        "max-slew-margin-rel": 0.628,
        "worst_pin_slew_ps": 556,
        "slew_violations": 0,
        "hold_violations": 0,
        "setup_viol": 0,
        "finalSetupTns_ps": 0,
        "rsz0062_at_grt": "no",
        "fmax_mhz": 508,
        "fin_skew_ps": 7.19,
        "period_used_share": 0.856,
        "finalCriticalPeriod_ps": 1970,
        "setup_ws_ps": 330,
    },
    "placement": {
        "pre_cts_slack_ps": 136,
        "place.gp.congestion": 0.829,
        "dpl_cell_area_um2": 876,
        "dpl.cell_count": 170,
        "port_buffers": 11,
        "dp_hpwl_mm": 1.45,
    },
    "power": {
        "p_seq_frac": 0.387,
        "power.internal_uw": 403,
        "p_switching_uw": 156,
        "finalPower_uw": 560,
        "p_comb_frac": 0.216,
        "powerDensity_nw_per_um2": 601,
        "p_clk_frac": 0.397,
        "leakagePower_uw": 0.000295,
        "ir_drop_v": 0.000271,
        "switching_share": 0.279,
    },
    "final_layout": {
        "fin_cells": 174,
        "final_area_um2": 931,
        "area_delta_synth_final_pct": 34.3,
        "drive_above_1_share": 0.0909,
        "num-fill-cells": 654,
    },
    "hold_path": {
        "hold_class": "reg -> reg",
    },
    "run": {
        "drv_cap": 0,
        "tool_warnings": 26,
    },
}
[logic make-up after synthesis]
group           synth area share
compound gates             0.220
xor+xnor                  0.0126
fa+ha+maj                 0.0361
buf+inv                   0.0632
flops                      0.289
mux                       0.0144
simple gates               0.365
[registers in the layout, indices dropped and copies added, names as in the netlist]
name            flops
leftscoreLeft       4
cur_dl              1
cur_il              1
leftscoreRight      4
[area by class of cell]
type	count	area [µm²]	area share
flip-flops and latches	10	200	0.215
inverters	4	15.0	0.0161
clock buffers	4	55.1	0.0591
multi-input cells	69	449	0.483
repair buffers	12	118	0.126
well taps	75	93.8	0.101
[cell usage in the layout (no fill, tap or decap), drive strengths merged, types with 5 or more instances in the layout]
cell           count
nand3              7
nor3               5
clkdlybuf4s50     11
nand2              5
dfxtp             10
a21oi              5
or3                5
[stage by stage]
stage	utilization	hold slack [ps]
after floorplan	-	459
after global placement	0.148	519
after detailed placement	0.148	523
after CTS	0.157	531
after global routing	0.157	547
final	0.157	531
[power groups by stage]
stage         sequential (µW)  combinational, µW  clock [µW]
global route              222                139         236
finish                    217                121         222
CTS                       217                122         230
[worst paths after layout]
path | endpoint | cells past startpoint | startpoint | slack (ps)
setup / recovery | leftscoreLeft[3] | 5 | il | 330
hold / removal | leftscoreLeft[3] | 1 | leftscoreLeft[3] | 530
setup reg to reg | leftscoreRight[2] | 6 | leftscoreLeft[0] | 410
hold reg to reg | leftscoreLeft[3] | 1 | leftscoreLeft[3] | 530
[routing by layer]
layer  track usage  wire, µm  vias to the layer above
met3        0.0135       155                        2
met5             0         0                        -
met4       0.00447        18                        0
met2        0.0594       860                       30
met1        0.0580       912                      312
li1              -         -                      356
Power and IR drop assume default switching activity.
